$ cat flow/config.mk
export PLATFORM = sky130hd
export DESIGN_NAME = seg7
export DESIGN_NICKNAME = seg7
export VERILOG_FILES = /design/flow/design.v
export SDC_FILE = /design/flow/constraint.sdc
export NUM_CORES = 4
export LEC_CHECK = 1
export CORE_AREA = 10 10 70 70
export DIE_AREA = 0 0 80 80
$ cat flow/constraint.sdc
current_design seg7

set clk_period 1.3
set clk_io_pct 0.2

create_clock -name clk0 -period $clk_period

set non_clock_inputs [all_inputs -no_clocks]
set_input_delay [expr $clk_period * $clk_io_pct] -clock clk0 $non_clock_inputs
set_output_delay [expr $clk_period * $clk_io_pct] -clock clk0 [all_outputs]
$ cat flow/design.v
`timescale 1ns / 1ps
module seg7(
    input w, x, y, z,
    output a, b, c, d, e, f, g, dp, digit
    );
    assign a = (~x & ~z) | (w & ~x & ~y) | (w & ~z) | (x & y) | (~w & y) | (~w & x & z);
    assign b = (~x & ~z) | (~w & ~y & ~z) | (~w & ~x) | (~w & y & z) | (w & ~y & z) | (~x & ~y);
    assign c = (w ^ x) | (~y & z) | (~w & ~y) | (~w & z);
    assign d = (~w & ~x & ~z) | (w & ~y & ~z) | (x & ~y & z) | (~x & y & z) | (x & y & ~z);
    assign e = (w & x) | (~x & ~z) | (w & y) | (y & ~z);
    assign f = (~y & ~z) | (~w & x & ~y) | (w & ~x) | (w & y) | (x & ~z);
    assign g = (~w & x & ~y) | (w & ~x) | (w & z) | (~x & y) | (y & ~z);
    assign dp = 1;
    assign digit = a | b | c | d | e | f | g | dp;
endmodule
$ cat flow/run.sh
#!/bin/bash
# OpenROAD 26Q1-2900-gdf79404cd8, Yosys 0.63+post, stock flow scripts
make -C /OpenROAD-flow-scripts/flow DESIGN_CONFIG=/design/flow/config.mk WORK_HOME=/design/flow/orfs finish
==> results_dict.tcl <==
# collected from the flow reports
set metrics [dict create \
    die_area_um2 6400 \
    setup_viol 4 \
    period_needed_ns 1.395 \
    fin_util 0.1839 \
    fillerInstances 369 \
    fin_setup_tns_ns -0.2738 \
    fp.dieW_um 80 \
    p_comb_frac 1.000 \
    total_leakage_power_nw 0.2763 \
    path_max_fanout 4 \
    n_antenna_cell 0 \
    p_seq_frac 0 \
    hold_buffers 0 \
    pwr-share-clk 0 \
    ys_area_um2 247.7 \
    io_pins 13 \
    synth_area_per_cell_um2 6.519 \
    synth_area_um2 247.7 \
    ys.warnings.count 0 \
    synthesis.instances 38 \
    seq_area_frac_synth 0 \
    slew_viol_final 0 \
    critPathLaunchType "input pin" \
    grt_pass1_vias 375 \
    clock_buffers 0 \
    layout_top_cells "17 x buf_4, 6 x buf_2, 6 x buf_6" \
    ys_cells 38 \
    violations "setup timing" \
    yosysUniqueCellTypes 23 \
    p_switching_w 0.00007684 \
    lay_top_count "buf_4" \
    log.warning_count 36 \
    drtIter0Drc 48 \
    grt_start_max_net_pins 9 \
    criticalPathCategory "in2out" \
    hold_violations 0 \
    regArea_um2 0 \
    vias 359 \
    cp.required_ns 1.04 \
    core_um2 3416 \
    status "finished with violations" \
    post-route-period-util 1.073 \
    worstPathArrival_ns 1.13 \
    place_ws_ns -0.9306 \
    gp_congestion 0.6806 \
    drv_cap 0 \
    ff_count 0 \
    fmax_mhz 717.1 \
    end_kind "primary output" \
    grt_pass1_wl_mm 1.752 \
    power.density_nw_per_um2 301.3 \
    dpl.hpwl_um 754 \
    initial_utilization 0.07253 \
    vias_per_cell 3.177 \
    ir_drop_uv 50.09 \
    antenna_found_initial 0 \
    drive_above_1_share 0.7463 \
    rsz0062_at_grt "true" \
    drcViolationCount 0 \
    hp-class "in2out" \
    port_buffers 11 \
    fp.dieH_um 80 \
    p_int_w 0.0001124 \
    grt_util_all_layers 0.03209 \
    rows 21 \
    swShare 0.4060 \
    route.antenna.remaining_nets 0 \
    drt_wl_total_mm 1.088 \
    grt-ovfl-total 0 \
    layout_setup_ws_ns -0.09455 \
    min_path_cells 6 \
    wl_per_cell_um 9.628 \
    area_delta_synth_final_pct 153.5 \
    drtPass1Iterations 4 \
]
cells by family (layout without fill, tap and decap cells):
group | after synthesis | after routing | synth area share
and+or+nand+nor | 15 | 15 | 0.3081
buffers and inverters | 7 | 35 | 0.1818
AOI/OAI and AO/OA | 11 | 11 | 0.3031
other | 1 | 2 | 0.01514
muxes | 1 | 1 | 0.04041
adders and majority gates | 3 | 3 | 0.1515
routing by layer:
layer | part of all wire | track usage | vias to the layer above
met2 | 0.45 | 0.05457 | 6
met5 | 0 | 0 | -
met1 | 0.51 | 0.04351 | 164
li1 | - | - | 189
met4 | 0 | 0 | 0
met3 | 0.037 | 0.005682 | 0
worst max-delay path, stage by stage:
cell	delay, ns
buf_8	0.08
buf_6	0.10
nor2_4	0.04
or3_4	0.32
a31o_1	0.22
buf_2	0.11
Yosys cell counts, types with 2 or more instances:
library cell / instances / area (um2)
a21oi_1: 2 / 10.01
a32oi_1: 2 / 17.52
buf_4: 3 / 22.52
ha_1: 3 / 37.54
inv_1: 2 / 7.510
nand2_1: 4 / 15.01
nand2b_1: 2 / 12.51
nor2_1: 3 / 11.26
o21ai_0: 3 / 15.01
power groups by stage:
stage | Sequential (W) | Combinational (W) | Clock, W
after global routing | 0 | 0.000208 | 0
final | 0 | 0.000189 | 0
after CTS | 0 | 0.000163 | 0
final cells by class:
class	count	area, um2	share of cell area
Multi-Input combinational cell	32	291.5	0.4641
Timing Repair Buffer	32	260.3	0.4143
Tap cell	46	57.56	0.09163
Inverter	3	18.77	0.02988
path summary, 6_finish.rpt:
| kind | to | start | slack (ns) |
|---|---|---|---|
| setup / recovery | b | w | -0.09 |
| hold / removal | c | w | 0.96 |
through the flow:
stage            power, W  cells  hold WS (ns)  cell area [um2]
2_1_floorplan  0.00005600     39        0.6124            251.5
3_3_place_gp    0.0001457    106         1.688            490.5
3_5_place_dp    0.0001461    106         1.688            490.5
4_1_cts         0.0001625    111        0.9767            563.0
5_1_grt         0.0002077    113         1.004            628.1
6_report        0.0001892    113        0.9648            628.1
what timing repair did:
action                                  in CTS  in global routing
buffers inserted                             5                  2
gates resized                               61                 17
pin swaps                                   10                  6
endpoints found under the setup margin       7                  7
endpoints found under the hold margin        0                  0
Power and IR drop assume default switching activity.
