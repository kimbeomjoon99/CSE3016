--- flow/run.sh ---
#!/bin/bash
# OpenROAD 26Q1-2900-gdf79404cd8, Yosys 0.63+post, stock flow scripts
make -C /OpenROAD-flow-scripts/flow DESIGN_CONFIG=/design/flow/config.mk WORK_HOME=/design/flow/orfs finish
--- flow/config.mk ---
export PLATFORM = sky130hd
export DESIGN_NAME = UDC
export DESIGN_NICKNAME = UDC
export VERILOG_FILES = /design/flow/design.v
export SDC_FILE = /design/flow/constraint.sdc
export NUM_CORES = 4
export LEC_CHECK = 1
export CORE_AREA = 10 10 70 70
export DIE_AREA = 0 0 80 80
--- flow/constraint.sdc ---
current_design UDC

set clk_period 1.7
set clk_io_pct 0.2

create_clock -name clk0 -period $clk_period [get_ports {clk}]

set non_clock_inputs [all_inputs -no_clocks]
set_input_delay [expr $clk_period * $clk_io_pct] -clock clk0 $non_clock_inputs
set_output_delay [expr $clk_period * $clk_io_pct] -clock clk0 [all_outputs]
--- flow/design.v ---
`timescale 1ns / 1ps
module UDC(
    input clk, reset, up, down,
    output reg [3:0]k,
    output reg [6:0]seg
    );
initial begin
    k = 4'b0000;
end
always @(posedge clk) begin
    if (reset) begin
        k <= 0;
        seg <= 0;
    end
    else if (up & ~down) begin
        k <= k + 1;
        seg <= 7'b0111110;
    end
    else if (~up & down) begin
        k <= k - 1;
        seg <= 7'b1011110;
    end
    else if (~up & ~down) begin
        seg <= 0;
    end
    else begin
        k <= 0;
        seg <= 0;
    end
end
endmodule
==> reports/notes.md <==
Per the final layout report, the fraction of cells sized above drive strength 1 comes to 14.7%. Counting instances, the worst hold path has a depth of 2. The count of tool warnings was 28.

In the final report, the number of endpoints failing setup comes to 0. By area the synthesized netlist is led by sky130_fd_sc_hd__dfxtp_1 33%, sky130_fd_sc_hd__ha_1 15%, sky130_fd_sc_hd__buf_4 7.1%. For the overflow left after global routing, the log shows 0. Across the whole layout, storage elements account for 140 um2. The detail route stage leaves a number of antenna-violating nets equal to 0.

The run gives 4 as the first-pass detailed-route iteration total. The via count of the first global-routing pass is 367, and the final max-slew violation count is 0. The tools report the critical register-to-register path endpoint as k[1]. At the placement stage, the worst setup path has a slack of -185 ps. The post-synthesis chip area from yosys came out at 422 um2. For the number of top-level pins, the log shows 15.

The number of enable-type register cells in the synthesized netlist was 0. For hold timing, the worst endpoint is k[2]. The placement report lists the number of port buffers as 13. Per the timing report, the biggest fanout along the worst path comes to 9.

Of all flip-flops after synthesis, the portion carrying an async set or reset was 0%. The final worst-path cycle share was 93.7%. The routed layout reports a DRC error count of 0. The critical path required time is 1360 ps.

The script extracted a total leakage power of 0.254 nW. The run gives 3 for the number of CTS-inserted buffers. Across the VDD grid, the largest voltage drop is 0.200 mV. For the core utilization before placement, the log shows 12.3%. Summed over all instances, the cell type with the most area after synthesis is sky130_fd_sc_hd__dfxtp_1.

The number of cells produced by synthesis was 50; the clock latency at the later pin of the worst-skew pair was 250 ps. For flop-to-flop paths, the worst setup slack is 370 ps. A synthesized cell averages 8.43 um2.

For the number of antenna violations at the first check in global routing, the log shows 0. The flow ran to the end, and the final reports show no timing, DRC or antenna violations. Once detailed placement completed, the half-perimeter wirelength came to 852 um.

The die span in y was 80 um. Type of the worst min-delay path: reg2reg. Setup total negative slack on the finished layout was measured at 0 ps.

Between clock sinks in the finished design, the worst skew comes to 1.07 ps. With the count of placed standard cells including taps at 110, the CTS clock-pin slew for the worst setup and hold paths is 50 ps. For reference, the final report shows the hold violation count at 0. Deepest clock path buffer count: 2.

The critical path buffer and inverter count works out to 1. The tools report the type of element launching the critical path as a register. H-tree level count: 1. The run gives 3.23% for the aggregate global-route resource usage. The kind of end point of the critical path was a primary output. The wire length of the first global-routing pass was 1670 um; the fmax was 628 MHz.

Die width: 80 um. For the finished layout, the period the worst path requires is 1590 ps. The count of standard-cell rows is 21, and the slack of the critical path is 107 ps. After clock tree synthesis, the flow added hold-fix buffers numbering 0. The tools report the origin of the worst min-delay path as k[2].

Per the layout area report, the combinational gate area comes to 239 um2. Entering global routing, the biggest net connects 10 pins. The final non-filler cell total is 114, and the number of warning messages in the yosys log is 1. The critical path's slowest stage uses the library cell sky130_fd_sc_hd__clkdlybuf4s50_1. After synthesis, flip-flops and latches occupy 33.2% of the total area.

With the global placer's final weighted congestion at 0.764, the area share of the largest cell type after synthesis is 33.2%. The layout has 391 filler cells. The tree built by TritonCTS fans out to 7 sinks. Dividing the detail-routed via count by the number of cells gives 3.49. Yosys reported a register bit count of 7. Die outline area: 6400 um2. Broken down by cell family, the worst path's largest delay share belongs to buffers and inverters. The synthesized netlist contains 20 unique library cells.

The logs give 1250 ps for the worst path arrival time and 422 um2 for the area of the mapped netlist. The wire length per cell after detailed routing came out at 9.09 um. The tools report the final wirelength as 1040 um. Per STA, the worst path is made up of clkdlybuf4s50_1. The worst setup path is of the reg2out kind.

OpenSTA lists the critical path startpoint as k[0]. The tools report the cell count in the Yosys report as 50. The reg-to-reg startpoint is k[0]. The initial DRC count was 3.

The total power divided by cell area was 662 nW/um2. Setup repair after global routing left no endpoint under its margin. Looking at the clock tree report, the root buffer type is sky130_fd_sc_hd__clkbuf_4. The number of antenna cells inserted came out at 0.

For the max-cap violation count, the log shows 0. In the synthesized netlist the dominant register cell turns out to be sky130_fd_sc_hd__dfxtp_1. Per STA, the highest per-stage delay on the worst path measures 530 ps.

TritonCTS built the clock tree. With the via count of the routed design at 398, the area growth from synthesis to layout is 53.1%. According to the floorplan report, the placeable core area is 3420 um2.

The worst register-to-register path has a depth of 5.
-- synthesized netlist by cell type (2+ instances only) --
cell type	n
sky130_fd_sc_hd__dfxtp_1	7
sky130_fd_sc_hd__a22oi_1	2
sky130_fd_sc_hd__buf_4	4
sky130_fd_sc_hd__a21oi_1	2
sky130_fd_sc_hd__o21ai_0	4
sky130_fd_sc_hd__ha_1	5
sky130_fd_sc_hd__inv_1	4
sky130_fd_sc_hd__nor2b_1	3
sky130_fd_sc_hd__nor3_1	2
sky130_fd_sc_hd__nor2_1	6
sky130_fd_sc_hd__a211oi_1	2
-- through the flow --
stage	util, %	area [um2]	power [mW]	hold slack [ps]
3_5_place_dp	18.1	617	0.281	532
4_1_cts	18.8	643	0.434	544
5_1_grt	18.9	646	0.459	579
2_1_floorplan	-	422	0.231	409
6_report	18.9	646	0.427	542
3_3_place_gp	18.1	617	0.279	516
-- report_power, final --
part           switching [mW]  internal, mW  total [mW]
combinational          0.0334        0.0582      0.0916
sequential             0.0121         0.174       0.186
clock                  0.0600        0.0895       0.150
total                   0.105         0.322       0.427
-- state kept, by name, summed over array words and instances, names as in the netlist --
register / count
k: 4
seg: 3
-- metal layers --
layer	vias up	wire [um]	global-route usage [%]
li1	203	-	-
met1	183	466	4.09
met2	12	474	4.74
met3	0	95	2.05
met4	0	0	0.176
met5	-	0	0
-- layout by cell type, fill, tap and decap left out, types with 2 or more instances in the layout --
master                            instances
sky130_fd_sc_hd__a21oi_1                  2
sky130_fd_sc_hd__dfxtp_1                  7
sky130_fd_sc_hd__clkdlybuf4s50_1         13
sky130_fd_sc_hd__nor3_1                   2
sky130_fd_sc_hd__clkbuf_4                 3
sky130_fd_sc_hd__nor2_1                   6
sky130_fd_sc_hd__buf_4                    5
sky130_fd_sc_hd__a211oi_1                 2
sky130_fd_sc_hd__ha_1                     4
sky130_fd_sc_hd__inv_1                    4
sky130_fd_sc_hd__nor2b_1                  3
sky130_fd_sc_hd__a22oi_1                  2
sky130_fd_sc_hd__o21ai_0                  4
-- area by class of cell --
| cell class | count | area share, % |
|---|---|---|
| timing repair buffer | 18 | 26.0 |
| clock buffer | 4 | 4.07 |
| sequential | 7 | 21.7 |
| tap | 46 | 8.91 |
| inverter | 4 | 2.33 |
| multi-input combinational | 35 | 37.0 |
-- cells by family (layout without fill, tap and decap cells) --
family,after synthesis,after routing,share of synthesized area [%]
adders and majority gates,5,5,14.8
and+or+nand+nor,16,16,20.5
other,1,1,0.889
buffers and inverters,8,26,10.7
AOI/OAI and AO/OA,13,13,19.9
DFF,7,7,33.2
-- worst max path at each step --
stage / endpoint / slack [ps] / cells past startpoint
4_1_cts: k[2] / 70 / 7
5_1_grt: k[0] / 10 / 1
6_report: k[0] / 110 / 1
-- timing repair --
item / 4_1_cts / 5_1_grt
setup buffers: 0 / 0
hold endpoints to repair: 0 / 0
gates resized: 0 / 1
setup endpoints to repair: 0 / 1
No activity file was given, so power comes from the tool's default toggle rates.
