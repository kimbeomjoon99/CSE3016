--- design/flow/run.sh ---
#!/bin/bash
# OpenROAD 26Q1-2900-gdf79404cd8, Yosys 0.63+post, stock flow scripts
make -C /OpenROAD-flow-scripts/flow DESIGN_CONFIG=/design/flow/config.mk WORK_HOME=/design/flow/orfs finish
--- design/flow/constraint.sdc ---
current_design Mealy

set clk_period 1.5
set clk_io_pct 0.2

create_clock -name clk0 -period $clk_period [get_ports {clk}]

set non_clock_inputs [all_inputs -no_clocks]
set_input_delay [expr $clk_period * $clk_io_pct] -clock clk0 $non_clock_inputs
set_output_delay [expr $clk_period * $clk_io_pct] -clock clk0 [all_outputs]
--- design/flow/design.v ---
`timescale 1ns / 1ps
module Mealy(
    input in, clk, reset,
    output reg out,
    output reg [1:0]s
    );
initial begin
    out = 0;
    s = 2'b00;
end
always @(posedge clk) begin
    if (reset) begin
        out <= 0;
        s <= 2'b00;
    end
    else if (s == 2'b00) begin
        out <= 0;
        if (in) begin
            s <= s + 1;
        end
        else begin
            s <= 2'b00;
        end
    end
    else if (s == 2'b01) begin
        out <= 0;
        if (in) begin
            s <= s + 1;
        end
        else begin
            s <= 2'b00;
        end
    end
    else if (s == 2'b10) begin
        out <= 0;
        if (~in) begin
            s <= s + 1;
        end
    end
    else if (s == 2'b11) begin
        if (in) begin
            out <= 1;
            s <= 2'b01;
        end
        else begin
            out <= 0;
            s <= 2'b00;
        end
    end
end
endmodule
--- design/flow/config.mk ---
export PLATFORM = sky130hd
export DESIGN_NAME = Mealy
export DESIGN_NICKNAME = Mealy
export VERILOG_FILES = /design/flow/design.v
export SDC_FILE = /design/flow/constraint.sdc
export NUM_CORES = 4
export LEC_CHECK = 1
export CORE_AREA = 10 10 70 70
export DIE_AREA = 0 0 80 80
==> impl_metrics.json <==
{
  "grt_antenna_before_repair": 0,
  "globalRoute.busiestLayer": "met2",
  "worst_slew_pin_slew_ps": 203.9,
  "tns_ps": 0,
  "synth_stat.cells": 24,
  "buffer_ports.inserted": 5,
  "postLayoutSetupSlackWorst_ps": 7.797,
  "power-per-cell-area_mw_per_mm2": 1612,
  "synth-warning-count": 1,
  "synth.cells.most_frequent": "5 x sky130_fd_sc_hd__ha_1, 3 x sky130_fd_sc_hd__dfxtp_1, 2 x sky130_fd_sc_hd__a21oi_1, 2 x sky130_fd_sc_hd__inv_1, 2 x sky130_fd_sc_hd__nor4_1",
  "met3_usage_pct": 1.364,
  "diodes": 0,
  "met2_usage_pct": 2.889,
  "comb_power_share_pct": 62.0,
  "gr-usage-all-layers_pct": 2.062,
  "post_synth_regs": 3,
  "route.detailed.drc": 0,
  "worst-endpoint-arrival_ps": 1650,
  "clk_pin_slew_worst_paths_ps": 40,
  "vias_in_the_first_global_route": 282,
  "final_period_minus_worst_setup_slack_ps": 1492,
  "timing.critical_path.fanout_max": 5,
  "design.die.area_mm2": 0.006400,
  "synth.most_common_cell": "sky130_fd_sc_hd__ha_1",
  "clock.latency.late_pin_ps": 230,
  "timing.fmax_ghz": 0.6702,
  "post_synth_inst_count": 24,
  "tritoncts": "yes",
  "syn_to_final_growth_pct": 99.49,
  "r2r_setup_slk_ps": 8,
  "min_path_type": "flop to flop",
  "proportion_of_total_power_due_to_net_switching_pct": 35.13,
  "synth.largest_area_cell": "sky130_fd_sc_hd__ha_1",
  "topCellsByArea": "sky130_fd_sc_hd__ha_1 26%, sky130_fd_sc_hd__dfxtp_1 24%, sky130_fd_sc_hd__nand3b_4 8.2%",
  "crit_path_start": "s[0]$_SDFFE_PP0P_",
  "post-route-period-util_pct": 99.48,
  "critical_path.reg2reg.startpoint": "s[0]$_SDFFE_PP0P_",
  "cts_inserted_buffers": 3,
  "place_ws_ps": -38.00,
  "floorplan.rows": 21,
  "cts.root.buffer_cell": "sky130_fd_sc_hd__clkbuf_4",
  "drtIter0Drc": 4,
  "yosysTopAreaCellShare_pct": 25.51,
  "p_switching_w": 0.0002770,
  "fp-utilization_pct": 7.179,
  "routed_wire_length_per_instance_um": 7.602,
  "final-setup-viol-count": 0,
  "finalHoldViolations": 0,
  "route.detailed.vias_per_inst": 2.852,
  "synth.cell_area_um2": 245.2,
  "skew_ps": 4.536,
  "yosys_area_um2": 245.2,
  "power.leakage_nw": 0.2213,
  "synth.lib_cells_used.distinct": 15,
  "grt.overflow.total": 0,
  "p_int_w": 0.0005115,
  "synth.yosys.seq_area_share_pct": 24.49,
  "layout-drive-gt1-share_pct": 54.76,
  "met1_usage_pct": 2.463,
  "route.final.wire_length_um": 669,
  "worst_r2r_path_depth": 5,
  "nFillCells": 403,
  "sequentialPowerShare_pct": 20.0,
  "maxSlewViolCount": 0,
  "post_cts.repair.setup_buffers": 0,
  "dp_hpwl_um": 480.9,
  "p_clk_share_pct": 18.1,
  "core_area_mm2": 0.003416,
  "via_count": 251,
  "min_from": "out$_SDFFE_PP0N_",
  "worst-endpoint-required_ps": 1660,
  "cap_violations": 0,
  "route.antenna.remaining_nets": 0,
  "ff_type": "sky130_fd_sc_hd__dfxtp_1",
  "enable_flop_cells": 0,
  "timing.slew.headroom_pct": 86.28,
  "first_pass_iters": 4,
  "post-route-util_pct": 14.32,
  "cts.path.max_buffers": 2,
  "cp-start-kind": "flop",
  "place.gp.congestion": 0.8693,
  "crit_path_end_kind": "flop",
  "status": "finished clean",
  "syn-mean-instance-area_um2": 10.22,
  "postCtsHoldBufs": 0,
  "clock_sink_count": 3,
  "ios": 6,
  "global_route_wire_length_before_repair_um": 1117,
  "synthArstFlopShare_pct": 0,
  "vdd_ir_drop_max_uv": 911.6,
  "stage_log_warnings": 31,
  "hold_path_depth": 2,
  "clock_tree.htree_level_count": 1,
  "die_w_um": 80,
  "die-height_um": 80,
  "crit_type": "flop to flop",
  "maximum_number_of_pins_on_one_net_before_global_route_repair": 6,
  "grt_setup_unrepaired": "true"
}
kinds of logic after synthesis:
logic type | Yosys count | synth area share [%]
DFF | 3 | 24.49
muxes | 1 | 4.082
AOI/OAI and AO/OA | 5 | 15.31
and+or+nand+nor | 8 | 27.55
buffers and inverters | 2 | 3.062
adders and majority gates | 5 | 25.51
power groups by stage:
stage | clock network, W | logic (W) | registers (W)
finish | 0.000142 | 0.000489 | 0.000158
global route | 0.000155 | 0.000546 | 0.000162
CTS | 0.000154 | 0.000475 | 0.000152
worst max-delay path, stage by stage (launching register included):
cell and delay [ps]:
sky130_fd_sc_hd__dfxtp_4 380, sky130_fd_sc_hd__inv_4 50, sky130_fd_sc_hd__ha_4 150, sky130_fd_sc_hd__or4_4 530, sky130_fd_sc_hd__a31o_1 200, sky130_fd_sc_hd__a21oi_2 100
stage by stage:
stage	instances	hold slack [ps]	power [W]	area, um2
final	88	515.9	0.0007885	489.2
after global routing	88	555.7	0.0008628	489.2
after CTS	88	524.7	0.0007809	471.7
after detailed placement	84	518.3	0.0005673	421.7
after global placement	84	520.0	0.0005689	421.7
after floorplan	24	362.4	0.0003537	246.5
cell type report:
class	count	area, um2	area share [%]
Tap cell	46	57.56	11.76
Inverter	2	10.01	2.046
Timing Repair Buffer	14	126.4	25.83
Multi-Input combinational cell	19	201.4	41.18
Clock buffer	4	26.28	5.371
Sequential cell	3	67.56	13.81
flip-flops by register name, summed over array words and instances (netlist names):
signal and count:
s 2, out 1
layout by cell type (no fill, tap or decap):
cell type                         synthesis  final
sky130_fd_sc_hd__ha_4                     0      1
sky130_fd_sc_hd__clkbuf_4                 0      3
sky130_fd_sc_hd__or2b_1                   1      1
sky130_fd_sc_hd__ha_1                     5      2
sky130_fd_sc_hd__nor4_1                   2      1
sky130_fd_sc_hd__nand3b_4                 1      1
sky130_fd_sc_hd__dfxtp_4                  0      2
sky130_fd_sc_hd__or4_4                    1      1
sky130_fd_sc_hd__buf_4                    0      8
sky130_fd_sc_hd__a31o_1                   1      1
sky130_fd_sc_hd__dfxtp_1                  3      1
sky130_fd_sc_hd__clkbuf_1                 0      1
sky130_fd_sc_hd__a21oi_2                  1      1
sky130_fd_sc_hd__inv_4                    0      1
sky130_fd_sc_hd__clkdlybuf4s50_1          0      3
sky130_fd_sc_hd__mux2i_1                  1      1
sky130_fd_sc_hd__ha_2                     0      2
sky130_fd_sc_hd__a21oi_1                  2      2
sky130_fd_sc_hd__nor4_2                   0      1
sky130_fd_sc_hd__nor2_1                   1      1
sky130_fd_sc_hd__o311a_1                  1      1
sky130_fd_sc_hd__dlymetal6s2s_1           0      2
sky130_fd_sc_hd__inv_2                    0      1
sky130_fd_sc_hd__nand2_1                  1      1
sky130_fd_sc_hd__buf_6                    0      1
sky130_fd_sc_hd__nand4b_1                 1      1
worst paths after layout:
path,endpoint
setup / recovery,s[1]$_SDFFE_PP0P_
hold / removal,out$_SDFFE_PP0N_
setup reg to reg,s[1]$_SDFFE_PP0P_
hold reg to reg,out$_SDFFE_PP0N_
routing by layer:
| layer | vias up | wire (um) |
|---|---|---|
| met5 | - | 0 |
| met3 | 0 | 85 |
| met4 | 0 | 0 |
| met2 | 13 | 285 |
| li1 | 124 | - |
| met1 | 114 | 298 |
what timing repair did:
item	in CTS	in global routing
setup endpoints to repair	2	4
resized	9	5
pin swaps	2	1
Power is estimated from default activity; no workload was simulated.
